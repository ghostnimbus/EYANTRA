==> flow/run.sh <==
#!/bin/bash
# OpenROAD 26Q1-2900-gdf79404cd8, Yosys 0.63+post, stock flow scripts
make -C /OpenROAD-flow-scripts/flow DESIGN_CONFIG=/design/flow/config.mk WORK_HOME=/design/flow/orfs finish
==> flow/config.mk <==
export PLATFORM = sky130hd
export DESIGN_NAME = SLM
export DESIGN_NICKNAME = SLM
export VERILOG_FILES = /design/flow/design.v
export SDC_FILE = /design/flow/constraint.sdc
export NUM_CORES = 4
export LEC_CHECK = 1
export CORE_UTILIZATION = 30
==> flow/constraint.sdc <==
current_design SLM

set clk_period 2.9
set clk_io_pct 0.2

create_clock -name clk0 -period $clk_period [get_ports {clk_3125}]

set non_clock_inputs [all_inputs -no_clocks]
set_input_delay [expr $clk_period * $clk_io_pct] -clock clk0 $non_clock_inputs
set_output_delay [expr $clk_period * $clk_io_pct] -clock clk0 [all_outputs]
==> flow/design.v <==
module SLM(
    input  wire         clk_3125,
    input  wire         rst,           
    input  wire [1:0]   color,         
    input  wire [1:0]   unit_type,   
    input  wire         tx_done,       
    output reg          tx_start,      
	 output reg SLM_active,
    output reg [7:0]    tx_msg         
);
    reg [3:0] state;
    localparam S_IDLE = 0,
               S_LOAD = 1,
               S_TX   = 2,
               S_WAIT = 3;
    reg [3:0] index;
    reg [7:0] message [0:15];
    reg [1:0] psu_count, fsu_count, wsu_count;   
    integer i;
    always @(posedge clk_3125 or posedge rst) begin
        if (rst) begin
            tx_start   <= 0;
            tx_msg     <= 8'h53;   
            state      <= S_IDLE;
            index      <= 0;
            psu_count  <= 1;
            fsu_count  <= 1;
            wsu_count  <= 1;
				SLM_active <= 0;
            for (i = 0; i < 16; i = i + 1)
                message[i] <= 8'h20;
            message[0] <= 8'h53;   
            message[1] <= 8'h4C;   
            message[2] <= 8'h4D;   
            message[3] <= 8'h2D;   
        end else begin
            case (state)
                S_IDLE: begin
							SLM_active <= 0;
                    message[0] <= 8'h53;   
                    message[1] <= 8'h4C;   
                    message[2] <= 8'h4D;   
                    message[3] <= 8'h2D;   
                    if (color != 0 && index < 14) begin
                        case (unit_type)
                            2'd1: begin  
                                case (psu_count)
                                    2'd1: begin
                                        message[4] <= 8'h50;   
                                        message[5] <= 8'h53;   
                                        message[6] <= 8'h55;   
                                        message[7] <= 8'h31;   
                                    end
                                    2'd2: begin
                                        message[4] <= 8'h50;   
                                        message[5] <= 8'h53;   
                                        message[6] <= 8'h55;   
                                        message[7] <= 8'h32;   
                                    end
                                    2'd3: begin
                                        message[4] <= 8'h50;   
                                        message[5] <= 8'h53;   
                                        message[6] <= 8'h55;   
                                        message[7] <= 8'h33;   
                                    end
                                endcase
                            end
                            2'd2: begin  
                                case (fsu_count)
                                    2'd1: begin
                                        message[4] <= 8'h46;   
                                        message[5] <= 8'h53;   
                                        message[6] <= 8'h55;   
                                        message[7] <= 8'h31;   
                                    end
                                    2'd2: begin
                                        message[4] <= 8'h46;
                                        message[5] <= 8'h53;
                                        message[6] <= 8'h55;
                                        message[7] <= 8'h32;   
                                    end
                                    2'd3: begin
                                        message[4] <= 8'h46;
                                        message[5] <= 8'h53;
                                        message[6] <= 8'h55;
                                        message[7] <= 8'h33;   
                                    end
                                endcase
                            end
                            2'd3: begin  
                                case (wsu_count)
                                    2'd1: begin
                                        message[4] <= 8'h57;   
                                        message[5] <= 8'h53;   
                                        message[6] <= 8'h55;   
                                        message[7] <= 8'h31;   
                                    end
                                    2'd2: begin
                                        message[4] <= 8'h57;
                                        message[5] <= 8'h53;
                                        message[6] <= 8'h55;
                                        message[7] <= 8'h32;   
                                    end
                                    2'd3: begin
                                        message[4] <= 8'h57;
                                        message[5] <= 8'h53;
                                        message[6] <= 8'h55;
                                        message[7] <= 8'h33;   
                                    end
                                endcase
                            end
                            default: begin
                                message[4] <= 8'h20; message[5] <= 8'h20;
                                message[6] <= 8'h20; message[7] <= 8'h20;
                            end
                        endcase
                        message[8]  <= 8'h2D;   
                        case (color)
                            2'd1: begin
                                message[9]  <= 8'h49;   
                                message[10] <= 8'h4D;   
                            end
                            2'd2: begin
                                message[9]  <= 8'h41;   
                                message[10] <= 8'h53;   
                            end
                            2'd3: begin
                                message[9]  <= 8'h49;   
                                message[10] <= 8'h53;   
                            end
                            default: begin
                                message[9]  <= 8'h20;
                                message[10] <= 8'h20;
                            end
                        endcase
                        message[11] <= 8'h2D;   
                        message[12] <= 8'h23;   
                        message[13] <= 8'h20;   
                        case (unit_type)
                            2'd1: begin
                                if (psu_count == 2'd3)
                                    psu_count <= 2'd1;
                                else
                                    psu_count <= psu_count + 1;
                            end
                            2'd2: begin
                                if (fsu_count == 2'd3)
                                    fsu_count <= 2'd1;
                                else
                                    fsu_count <= fsu_count + 1;
                            end
                            2'd3: begin
                                if (wsu_count == 2'd3)
                                    wsu_count <= 2'd1;
                                else
                                    wsu_count <= wsu_count + 1;
                            end
                        endcase
                        state <= S_TX;
                    end
                end
                S_TX: begin
                    if (color == 0) begin
                        index <= 0;
                        state <= S_IDLE;
                    end else if (index < 14) begin
                        tx_msg   <= message[index];
                        tx_start <= 1;
                        state    <= S_WAIT;
                    end
						  SLM_active <= 1;
                end
                S_WAIT: begin
                    tx_start <= 0;
                    if (tx_done) begin
                        index <= index + 1;
                        state <= S_TX;
                    end
                end
                default: state <= S_IDLE;
            endcase
        end
    end
endmodule
==> flow_summary.yaml <==
# flow metrics
run_status:
  outcome: "complete, no violations"
cts:
  cts_tree: "done"
  total_of_hold_buffers_inserted_after_clock_tree_synthesis: 0
  postCtsSetupBuffers: 0
  root_buffer_master: "sky130_fd_sc_hd__clkbuf_8"
  cts_buffer_depth: 2
  cts.reportedPaths.clkPinSlew_ns: 0.08
  cts_bufs_inserted: 5
  clock-sinks: 36
  cts_htree_levels: 2
  worst_skew_late_latency_ns: 0.29
  cts_resizes: 0
layout:
  layout.area.seq_um2: 913
  layout_top_cell: "sky130_fd_sc_hd__dfrtp_1"
  flow.area_growth_from_synthesis_pct: 15.1
  combGateArea_um2: 1050
  final_instance_area_um2: 2410
  mostFrequentLayoutCells: "sky130_fd_sc_hd__dfrtp_1 (26), sky130_fd_sc_hd__o21ai_0 (20), sky130_fd_sc_hd__nand2_1 (18)"
  drive_above_1_share_pct: 15.3
  nFillCells: 689
power:
  power.density_cell_area_nw_per_um2: 861
  leakage_nw: 1.02
  totalPowerFinal_w: 0.00208
  vdd.ir_drop.worst_v: 0.000371
setup_path:
  cp-end-kind: "flip-flop"
  worst_ep_required_time_ns: 3.08
  worstPathCellList: "clkdlybuf4s50_1 -> nand2b_1 -> or4_1 -> nand3_1 -> mux2_2"
  critPathTopFamily: "simple AND/OR/NAND/NOR gates"
  buffer_and_inverter_count_on_the_worst_path: 1
  cpPeakStageDelay_ns: 0.56
  timing.critical_path.arrival_ns: 2.33
  worst_setup_path_start_kind: "input port"
  path_max_fanout: 11
  crit_path_top_delay_cell: "sky130_fd_sc_hd__clkdlybuf4s50_1"
  path_class: "in -> reg"
  rr_startpoint: "index[3]$_DFFE_PP0P_"
  critPathLaunch: "unit_type[0]"
floorplan:
  floorplan.die_area_um2: 7320
  number_of_rows_created_at_floorplan: 30
  core_util_floorplan_pct: 31.0
  height_of_the_chip_um: 85.5
  io_pins: 17
  coreArea_um2: 6760
  die_width_um: 85.5
place:
  gp_routability_congestion: 0.808
  io_buffer_count: 15
  dp_hpwl_mm: 2.93
  dp_worst_setup_slack_ns: 0.468
  placedInstanceArea_um2: 2300
synth:
  asyncSetResetFlopFracSynth_pct: 100
  enable_flop_cells: 0
  synth.avg_cell_area_um2: 9.78
  yosys_warning_tally: 2
  synth_cells: 214
  netlist_area_um2: 2090
  cells_yosys: 214
  ys_seq_elements: 36
  synth-area-yosys_um2: 2090
  ys_seq_share_pct: 43.6
  ys_types: 51
  postSynth.topFlopCell: "sky130_fd_sc_hd__dfrtp_1"
final_timing:
  worst_slew_pin_slew_ns: 0.547
  timing.fmax_mhz: 465
  totalNegativeSetupSlack_ns: 0
  maxSlewHeadroom_pct: 63.5
  min_period_over_period_pct: 74.2
  slew_viol_final: 0
  finalHoldViolCount: 0
  report.final.setup_viol: 0
  timing.clock.skew_ns: 0.00875
  period_needed_ns: 2.15
  layout_setup_ws_ns: 0.749
  grt_setup_unrepaired: "false"
min_path:
  hold_path_class: "reg -> reg"
  hold_start: "tx_msg[5]$_DFFE_PP0P_"
grt:
  grt_use_met2_pct: 16.4
  grtUsageMet1_pct: 21.8
  grt_pass1_vias: 1424
  globalRouteOverflowTotal: 0
  gr-usage-met3_pct: 2.73
  grt-busiest-layer: "met1"
  grt_pass1_wl_mm: 7.10
  globalRouteTotalUtil_pct: 12.5
  antenna_found_initial: 0
  grt_start_max_net_pins: 37
route:
  drt.antenna.violating_nets: 0
  num_vias: 1553
  detail_route.wl_per_cell_um: 13.3
  diodes: 0
  drt_first_iter_violations: 158
  drc_errors: 0
  avgViaCountPerCell: 5.03
  dr.pass1.iters: 4
  postRouteWirelength_mm: 4.11
run:
  warning_count: 38
  timing.max_cap.violations: 0
## Yosys cell counts, types with 2 or more instances
library cell               number  share of area [%]
sky130_fd_sc_hd__a22oi_1        3                1.1
sky130_fd_sc_hd__nand4_1        2               0.60
sky130_fd_sc_hd__a21oi_1        6                1.4
sky130_fd_sc_hd__mux2i_1        4                1.9
sky130_fd_sc_hd__dfstp_2       10                 13
sky130_fd_sc_hd__nand3_1        9                2.2
sky130_fd_sc_hd__nor3_1         2               0.48
sky130_fd_sc_hd__ha_1          17                 10
sky130_fd_sc_hd__o21ai_0       20                4.8
sky130_fd_sc_hd__nand2_1       18                3.2
sky130_fd_sc_hd__a221oi_1       2               0.84
sky130_fd_sc_hd__buf_2          2               0.48
sky130_fd_sc_hd__o31ai_1        2               0.72
sky130_fd_sc_hd__or2_2          2               0.60
sky130_fd_sc_hd__mux2_2         8                4.3
sky130_fd_sc_hd__inv_1         17                3.0
sky130_fd_sc_hd__o211ai_1       2               0.72
sky130_fd_sc_hd__a21o_1         2               0.72
sky130_fd_sc_hd__nor2b_1        3               0.90
sky130_fd_sc_hd__buf_6          2                1.1
sky130_fd_sc_hd__nor2_1        12                2.2
sky130_fd_sc_hd__clkbuf_1       4               0.72
sky130_fd_sc_hd__a22o_1         3                1.3
sky130_fd_sc_hd__dfrtp_1       26                 31
sky130_fd_sc_hd__o22a_1         3                1.3
sky130_fd_sc_hd__a31oi_1        3               0.90
sky130_fd_sc_hd__nand2b_1       5                1.5
sky130_fd_sc_hd__buf_4          2               0.72
## report_power, final
part / switching [W] / total [W] / internal (W)
registers: 0.000157 / 0.000863 / 0.000706
clock network: 0.000193 / 0.000447 / 0.000255
logic: 0.000365 / 0.000765 / 0.000400
## worst register-to-register path: stages, from the launching register on
cell	delay, ns
sky130_fd_sc_hd__dfrtp_1	0.59
sky130_fd_sc_hd__nand3_1	0.31
sky130_fd_sc_hd__nand3_2	0.32
sky130_fd_sc_hd__nor2_1	0.32
sky130_fd_sc_hd__mux2_2	0.36
## kinds of logic after synthesis
group / synth area share, %
AND-OR/OR-AND: 17.5
adder cells (fa/ha/maj): 10.7
buffers and inverters: 6.28
flip-flops: 43.6
multiplexers: 6.22
other: 0.179
AND/OR/NAND/NOR: 15.5
## through the flow
| stage | utilization [%] | std cells | hold WS [ns] |
|---|---|---|---|
| finish | 35.7 | 309 | 0.484 |
| global route | 35.7 | 309 | 0.509 |
| CTS | 35.7 | 309 | 0.487 |
| detailed placement | 34.0 | 301 | 0.459 |
| global placement | 34.0 | 301 | 0.466 |
| floorplan | - | 214 | 0.424 |
## routing by layer
metal	part of all wire [%]	wire, µm
met5	0	0
met4	0.88	36
met3	6.2	255
met2	40	1650
met1	53	2160
## cell type report
cell class | count | share of cell area [%]
well taps | 80 | 4.15
repair buffers | 18 | 7.17
inverters | 17 | 2.65
flip-flops and latches | 36 | 37.9
clock buffers | 5 | 2.86
multi-input cells | 150 | 43.5
clock inverters | 3 | 1.77
## registers in the layout (all words and copies together) (netlist names)
name and count:
SLM_active 1, fsu_count 2, index 4, message 14, psu_count 2, state 3, tx_msg 7, tx_start 1
wsu_count 2
## final timing paths
| kind | to | slack, ns | depth (start not counted) |
|---|---|---|---|
| max | message[7][1]$_DFFE_PP0P_ | 0.75 | 5 |
| max reg2reg | fsu_count[1]$_DFFE_PP0P_ | 0.88 | 4 |
| min reg2reg | tx_msg[5]$_DFFE_PP0P_ | 0.48 | 2 |
| min in group asynchronous | index[0]$_DFFE_PP0P_ | 0.68 | 3 |
| max in group asynchronous | tx_msg[4]$_DFFE_PP1P_ | 1.87 | 3 |
| min | tx_msg[5]$_DFFE_PP0P_ | 0.48 | 2 |
No activity file was given, so power comes from the tool's default toggle rates.
