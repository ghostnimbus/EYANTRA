$ cat ./design.v
module SAM_Decoder(
    input  wire       clk,
    input  wire       rst,
    input  wire       rx_complete,    
    input  wire [7:0] rx_msg,         
    input  wire       task_complete,  
    input  wire [1:0] unit_type,      
    output reg [4:0]  pick_node,      
    output reg [4:0]  place_node,     
	 output reg [1:0] subunit,
    output reg        action_valid    
);
  localparam S_IDLE        = 0,
             S_A           = 1,
             S_M           = 2,
             S_DASH1     = 3,
             S_1         = 4,
             S_DOT1      = 5,
             S_TOKEN1_0  = 6,
             S_TOKEN1_1  = 7,
             S_TOKEN1_2  = 8,
             S_DASH2     = 9,
             S_2         = 10,
             S_DOT2      = 11,
             S_TOKEN2_0  = 12,
             S_TOKEN2_1  = 13,
             S_TOKEN2_2  = 14,
             S_DASH3     = 15,
             S_3         = 16,
             S_DOT3      = 17,
             S_TOKEN3_0  = 18,
             S_TOKEN3_1  = 19,
             S_TOKEN3_2  = 20,
             S_DASH4     = 21,
             S_HASH      = 22,
             S_PROCESS   = 23,
             S_WAIT      = 24;
  parameter [4:0] PSU1 = 8'd27,
                  PSU2 = 8'd29,
                  PSU3 = 8'd31;
  parameter [4:0] MU1  = 8'd9,
                  MU2  = 8'd8,
                  MU3  = 8'd7;
  parameter [4:0] SU1  = 8'd5,
                  SU2  = 8'd4,
						SU3  = 8'd3;
  parameter [4:0] FSU1 = 8'd25,
                  FSU2 = 8'd22,
                  FSU3 = 8'd20;
  parameter [4:0] WSU1 = 8'd17,
                  WSU2 = 8'd15,
                  WSU3 = 8'd13;
function [7:0] decode_MU;
  input [23:0] token;
  begin
    if (token == "MU1")
      decode_MU = MU1;
    else if (token == "MU2")
      decode_MU = MU2;
    else if (token == "MU3")
      decode_MU = MU3;
    else
      decode_MU = 8'h00;
  end
endfunction
function [7:0] decode_SU;
  input [23:0] token;
  begin
    if (token == "SU1")
      decode_SU = SU1;
    else if (token == "SU2")
      decode_SU = SU2;
    else if (token == "SU3")
      decode_SU = SU3;
    else
      decode_SU = 8'h00;
  end
endfunction
  reg [4:0] state;
  reg [7:0] token1_0, token1_1, token1_2;
  reg [7:0] token2_0, token2_1, token2_2;
  reg [7:0] token3_0, token3_1, token3_2;
  always @(posedge clk or posedge rst) begin
    if (rst) begin
      state        <= S_IDLE;
      subunit      <= 0;
      action_valid <= 0;
      pick_node    <= 8'h00;
      place_node   <= 8'h00;
      token1_0     <= 8'h00; token1_1 <= 8'h00; token1_2 <= 8'h00;
      token2_0     <= 8'h00; token2_1 <= 8'h00; token2_2 <= 8'h00;
      token3_0     <= 8'h00; token3_1 <= 8'h00; token3_2 <= 8'h00;
    end else begin
      case (state)
        S_IDLE: begin
          action_valid <= 0;
          if (rx_complete) begin
            if (rx_msg == "S")
              state <= S_A;
				else
				  state <= S_IDLE;
          end
        end
        S_A: begin
          if (rx_complete) begin
            if (rx_msg == "A")
              state <= S_M;
				else
				  state <= S_IDLE;
          end
        end
        S_M: begin
          if (rx_complete) begin
            if (rx_msg == "M")
              state <= S_DASH1;
				else
				  state <= S_IDLE;
          end
        end
        S_DASH1: begin
          if (rx_complete) begin
            if (rx_msg == "-")
              state <= S_1;
				else
				  state <= S_IDLE;
          end
        end
        S_1: begin
          if (rx_complete) begin
            if (rx_msg == "1")
              state <= S_DOT1;
				else
				  state <= S_IDLE;
          end
        end
        S_DOT1: begin
          if (rx_complete) begin
            if (rx_msg == ".")
              state <= S_TOKEN1_0;
				else
				  state <= S_IDLE;
          end
        end
        S_TOKEN1_0: begin
          if (rx_complete) begin
            token1_0 <= rx_msg;
            state <= S_TOKEN1_1;
          end
        end
        S_TOKEN1_1: begin
          if (rx_complete) begin
            token1_1 <= rx_msg;
            state <= S_TOKEN1_2;
          end
        end
        S_TOKEN1_2: begin
          if (rx_complete) begin
            token1_2 <= rx_msg;
            state <= S_DASH2;
          end
        end
        S_DASH2: begin
          if (rx_complete) begin
            if (rx_msg == "-")
              state <= S_2;
				else
				  state <= S_IDLE;
          end
        end
        S_2: begin
          if (rx_complete) begin
            if (rx_msg == "2")
              state <= S_DOT2;
				else
				  state <= S_IDLE;
          end
        end
        S_DOT2: begin
          if (rx_complete) begin
            if (rx_msg == ".")
              state <= S_TOKEN2_0;
				else
				  state <= S_IDLE;
          end
        end
        S_TOKEN2_0: begin
          if (rx_complete) begin
            token2_0 <= rx_msg;
            state <= S_TOKEN2_1;
          end
        end
        S_TOKEN2_1: begin
          if (rx_complete) begin
            token2_1 <= rx_msg;
            state <= S_TOKEN2_2;
          end
        end
        S_TOKEN2_2: begin
          if (rx_complete) begin
            token2_2 <= rx_msg;
            state <= S_DASH3;
          end
        end
        S_DASH3: begin
          if (rx_complete) begin
            if (rx_msg == "-")
              state <= S_3;
				else
				  state <= S_IDLE;
          end
        end
        S_3: begin
          if (rx_complete) begin
            if (rx_msg == "3")
              state <= S_DOT3;
				else
				  state <= S_IDLE;
          end
        end
        S_DOT3: begin
          if (rx_complete) begin
            if (rx_msg == ".")
              state <= S_TOKEN3_0;
				else
				  state <= S_IDLE;
          end
        end
        S_TOKEN3_0: begin
          if (rx_complete) begin
            token3_0 <= rx_msg;
            state <= S_TOKEN3_1;
          end
        end
        S_TOKEN3_1: begin
          if (rx_complete) begin
            token3_1 <= rx_msg;
            state <= S_TOKEN3_2;
          end
        end
        S_TOKEN3_2: begin
          if (rx_complete) begin
            token3_2 <= rx_msg;
            state <= S_DASH4;
          end
        end
        S_DASH4: begin
          if (rx_complete) begin
            if (rx_msg == "-")
              state <= S_HASH;
				else
				  state <= S_IDLE;
          end
        end
        S_HASH: begin
          if (rx_complete) begin
            if (rx_msg == "#") begin
              state   <= S_PROCESS;
              subunit <= 1;  
            end else
				  state <= S_IDLE;
          end
        end
S_PROCESS: begin
  case (subunit)
    1: begin
         if ({token1_0, token1_1, token1_2} == "XXX") begin
             action_valid <= 0;
             subunit <= subunit + 1;
         end else begin
             if ({token1_0, token1_1} == "MU") begin
                 place_node  <= decode_MU({token1_0, token1_1, token1_2});
                 case(unit_type)
                   2'd1: pick_node <= 27;   
                   2'd2: pick_node <= 25;   
                   2'd3: pick_node <= 17;   
                 endcase
             end
             else if ({token1_0, token1_1} == "SU") begin
                 pick_node <= decode_SU({token1_0, token1_1, token1_2});
                 case(unit_type)
                   2'd1: place_node <= 27;
                   2'd2: place_node <= 25;
                   2'd3: place_node <= 17;
                 endcase
             end
             else begin
                 pick_node  <= 8'h00;
                 place_node <= 8'h00;
             end
             action_valid <= 1;
             state <= S_WAIT;
         end
       end
    2: begin
         if ({token2_0, token2_1, token2_2} == "XXX") begin
             action_valid <= 0;
             subunit <= subunit + 1;
         end else begin
             if ({token2_0, token2_1} == "MU") begin
                 place_node  <= decode_MU({token2_0, token2_1, token2_2});
                 case(unit_type)
                   2'd1: pick_node <= 29;
                   2'd2: pick_node <= 22;
                   2'd3: pick_node <= 15;
                 endcase
             end
             else if ({token2_0, token2_1} == "SU") begin
                 pick_node <= decode_SU({token2_0, token2_1, token2_2});
                 case(unit_type)
                   2'd1: place_node <= 29;
                   2'd2: place_node <= 22;
                   2'd3: place_node <= 15;
                 endcase
             end
             else begin
                 pick_node  <= 8'h00;
                 place_node <= 8'h00;
             end
             action_valid <= 1;
             state <= S_WAIT;
         end
       end
    3: begin
         if ({token3_0, token3_1, token3_2} == "XXX") begin
             action_valid <= 0;
             subunit <= subunit + 1;
         end else begin
             if ({token3_0, token3_1} == "MU") begin
                 place_node  <= decode_MU({token3_0, token3_1, token3_2});
                 case(unit_type)
                   2'd1: pick_node <= 31;
                   2'd2: pick_node <= 20;
                   2'd3: pick_node <= 13;
                 endcase
             end
             else if ({token3_0, token3_1} == "SU") begin
                 pick_node <= decode_SU({token3_0, token3_1, token3_2});
                 case(unit_type)
                   2'd1: place_node <= 31;
                   2'd2: place_node <= 20;
                   2'd3: place_node <= 13;
                 endcase
             end
             else begin
                 pick_node  <= 8'h00;
                 place_node <= 8'h00;
             end
             action_valid <= 1;
             state <= S_WAIT;
         end
       end
    default: begin
         state        <= S_IDLE;
         subunit      <= 0;
         action_valid <= 0;
    end
  endcase
end
        S_WAIT: begin
          if (task_complete) begin
            action_valid <= 0;
            subunit <= subunit + 1;
            if (subunit < 4)
              state <= S_PROCESS;
            else
              state <= S_IDLE;  
          end
        end
        default: state <= S_IDLE;
      endcase
    end
  end
endmodule
$ cat ./run.sh
#!/bin/bash
# OpenROAD 26Q1-2900-gdf79404cd8, Yosys 0.63+post, stock flow scripts
make -C /OpenROAD-flow-scripts/flow DESIGN_CONFIG=/design/flow/config.mk WORK_HOME=/design/flow/orfs finish
$ cat ./config.mk
export PLATFORM = sky130hd
export DESIGN_NAME = SAM_Decoder
export DESIGN_NICKNAME = SAM_Decoder
export VERILOG_FILES = /design/flow/design.v
export SDC_FILE = /design/flow/constraint.sdc
export NUM_CORES = 4
export LEC_CHECK = 1
export CORE_UTILIZATION = 50
$ cat ./constraint.sdc
current_design SAM_Decoder

set clk_period 3.7
set clk_io_pct 0.2

create_clock -name clk0 -period $clk_period [get_ports {clk}]

set non_clock_inputs [all_inputs -no_clocks]
set_input_delay [expr $clk_period * $clk_io_pct] -clock clk0 $non_clock_inputs
set_output_delay [expr $clk_period * $clk_io_pct] -clock clk0 [all_outputs]
==> metrics.cfg <==
[global_routing]
grt_util_met2=0.341
grt_use_total=0.236
grt_busiest_layer=met1
grt_max_degree=55
grt_pass1_wl_mm=19.2
antenna_found_initial=0
grt_pass1_vias=3519
grt_use_met1=0.396
gr-total-overflow=0
met3_usage=0.0368

[critical_path]
critPathCaptureType=flop
r2r_start=token3_1[5]
arrival_ps=3060
reg2reg_setup_slack_ps=920
slowest_delay_ps=600
worst_setup_path_start_kind=flop
startpoint=token3_1[5]
critPathMaxFanout=6
worstPathRequired_ps=3980
reg2reg_depth=6
crit_type=flop to flop
slowest_stage=or4bb_1
regToRegEndpoint=subunit[0]
path_cells=or4bb_1, or4_1, o21ai_0, nand3_1, o21bai_1, a311oi_1

[pwr]
peakVddDrop_uv=286
p_per_area_mw_per_mm2=406
p_leak_uw=0.00273

[yosys]
ys_warn_count=1
top_area_cell=dfrtp_1
ys_seq_share=0.521
yosysChipArea_mm2=0.00529
ys_cells=445
synth_cell_type_count=58
ys_ff=110
syn_area_mm2=0.00529
yosysTopAreaCellShare=0.516
syn_area_per_cell_um2=11.9
ys.flop_type=dfrtp_1
syn_inst=445
synth-edff-count=0
topCellsByArea=dfrtp_1 (52%), mux2_2 (17%), nand2_1 (2.2%), ha_1 (1.9%), o21ai_0 (1.9%)
async_flop_share=1.00

[clocking]
cts_tree=yes
cts_inserted_buffers=9
hold_buffers=0
clkTransAtPathRegs_ps=100
clock-sinks=110
insertion_delay_ps=370
postCtsResizedCells=0
clock_path_buffers=2
root_buffer=clkbuf_8
h-tree-depth=3
cts_setup_buffers=0

[sta]
fmax_mhz=360
maxSlewViolCount=0
setup-tns-final_ps=0
whs_ps=508
setup_viol_count_final=0
fin_crit_sh=0.751
period_needed_ps=2780
rsz0062_at_grt=false
max_slew_margin=0.503
setup_ws_ps=921
fin_skew_ps=6.51
hold_viol_final=0
tightest_slew_ps=743

[final_layout]
area.sequential_mm2=0.00275
fillers=876
drive_gt1_frac=0.247
final_util=0.583
comb_area_mm2=0.00239
areaGrowthSynthToFinish_pct=13.4

[min_path]
hold_end=token2_2[4]
min_from=token2_2[4]
hold_path_depth=1
hp-class=flop to flop

[route]
wirelength_mm=11.8
drt_iter0_drc=161
drtPass1Iterations=5
via_per_inst=5.82
n_antenna_cell=0
ant_nets=0
drcViolationCount=0
via_count=3636
routedWlPerCell_um=18.8

[die]
io_pins=27
die_height_um=105
fp_util=0.514
die_area_mm2=0.0110
placementRows=37
die_width_um=105
coreArea_mm2=0.0103

[placed_design]
portBuffers=26
routabilityCongestion=0.928
dp_hpwl_mm=8.64
pre_cts_ws_ps=648

[status]
status=finished, final reports clean

[run]
warnings=31
drv_cap=0

-- registers in the layout, summed over array words and instances, names as in the netlist, 5 cells and up, named ones only --
signal      flops
pick_node       5
place_node      5
state          16
token1_0        8
token1_1        8
token1_2        8
token2_0        8
token2_1        8
token2_2        8
token3_0        8
token3_1        8
token3_2        8
-- placed cells by master, fill, tap and decap left out, types with 3 or more instances in the layout --
| cell type | count |
|---|---|
| nor2_1 | 8 |
| buf_4 | 17 |
| nor4b_1 | 4 |
| mux2_2 | 82 |
| nand2b_1 | 3 |
| nand2_1 | 31 |
| nand4_1 | 8 |
| a22o_1 | 7 |
| or4bb_1 | 3 |
| nor2b_1 | 7 |
| nor4_1 | 3 |
| nor4bb_1 | 7 |
| a21oi_1 | 6 |
| o2bb2ai_1 | 6 |
| inv_1 | 21 |
| nor3b_1 | 11 |
| o21ai_0 | 20 |
| ha_1 | 8 |
| nor3_1 | 11 |
| o22ai_1 | 3 |
| and3_1 | 4 |
| a22oi_1 | 3 |
| or4_1 | 4 |
| dfrtp_1 | 109 |
| clkbuf_8 | 14 |
| clkdlybuf4s50_1 | 26 |
| nand3_1 | 14 |
| xor2_1 | 3 |
-- cells in the mapped netlist, types with 2 or more instances --
cell type  number
a211o_1         2
a21boi_0        2
a21o_1          2
a21oi_1         6
a22o_1          7
a22oi_1         3
a31oi_1         2
and3_1          4
and3b_1         2
and4_1          2
and4b_1         2
clkbuf_1       14
dfrtp_1       109
ha_1            8
inv_1          22
mux2_2         82
nand2_1        31
nand2b_1        3
nand3_1        14
nand3b_1        2
nand4_1         8
nand4b_1        2
nor2_1          8
nor2b_1         7
nor3_1         11
nor3b_1        11
nor4_1          3
nor4b_1         4
nor4bb_1        7
o21ai_0        20
o21bai_1        2
o221ai_1        2
o22ai_1         3
o2bb2ai_1       6
o32ai_1         2
or4_1           4
or4bb_1         3
xor2_1          3
-- power by group --
part | internal, µW | total [µW] | switching [µW] | leakage (µW)
clock network | 337 | 725 | 389 | 0.000105
logic | 165 | 349 | 185 | 0.00115
registers | 1280 | 1360 | 74.2 | 0.00147
-- worst max path at each step --
stage	endpoint	slack, ps	depth (start not counted)
after global routing	pick_node[2]	740	6
after CTS	subunit[0]	940	6
final	subunit[0]	920	6
-- area by class of cell --
type / instances / area share
clock inverter: 2 / 0.00209
tap: 136 / 0.0284
sequential: 110 / 0.459
clock buffer: 14 / 0.0322
timing repair buffer: 43 / 0.0647
multi-input combinational: 298 / 0.399
inverter: 22 / 0.0142
-- stage by stage --
| step | std cells | instance area [µm²] | total power (µW) |
|---|---|---|---|
| floorplan | 445 | 5290 | 1590 |
| global placement | 609 | 5790 | 1730 |
| detailed placement | 609 | 5790 | 1730 |
| CTS | 625 | 5990 | 2460 |
| global route | 625 | 5990 | 2560 |
| finish | 625 | 5990 | 2430 |
-- layer usage --
metal,vias to the layer above,share of wire
met3,21,0.038
met1,1809,0.49
met2,85,0.44
met4,0,0.030
met5,-,0
li1,1721,-
-- cell families after synthesis --
group	after synthesis	share of synthesized area
muxes	83	0.177
buffers and inverters	37	0.0265
DFF	110	0.521
and+or+nand+nor	134	0.156
AOI/OAI and AO/OA	70	0.0954
adders and majority gates	8	0.0189
xor gates and xnor gates	3	0.00497
-- critical path, delay by kind of cell, from the launching register on --
family | cells | cell delay (ps)
simple gates | 3 | 1420
compound gates | 3 | 890
flops | 1 | 380
Power is estimated from default activity; no workload was simulated.
