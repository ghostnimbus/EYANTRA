## flow/constraint.sdc

```tcl
current_design servo_gripper

set clk_period 9.0
set clk_io_pct 0.2

create_clock -name clk0 -period $clk_period [get_ports {clk}]

set non_clock_inputs [all_inputs -no_clocks]
set_input_delay [expr $clk_period * $clk_io_pct] -clock clk0 $non_clock_inputs
set_output_delay [expr $clk_period * $clk_io_pct] -clock clk0 [all_outputs]
```

## flow/config.mk

```make
export PLATFORM = sky130hd
export DESIGN_NAME = servo_gripper
export DESIGN_NICKNAME = servo_gripper
export VERILOG_FILES = /design/flow/design.v
export SDC_FILE = /design/flow/constraint.sdc
export NUM_CORES = 4
export LEC_CHECK = 1
export CORE_UTILIZATION = 30
```

## flow/design.v

```verilog
module servo_gripper(
    input clk,
    input reset,
    input grip_trigger,
    input leave_trigger,
    output s1_s,
    output s2_s,
	 output reg grip_done, leave_done
);
parameter PWM_UPPER_LIMIT = 17'd95_000;    
parameter PWM_LOWER_LIMIT = 17'd70_000;    
parameter STEP_INTERVAL_ARM = 26'd500_000;  
parameter STEP_SIZE_ARM = 17'd500;
parameter PWM_OPEN   = 17'd87_500;   
parameter PWM_CLOSED = 17'd62_500;   
parameter STEP_INTERVAL_GRIP = 26'd500_000;
parameter STEP_SIZE_GRIP = 17'd500;
parameter [3:0] 
    IDLE                  = 4'd0,
    GRIP_MOVING_DOWN      = 4'd1,
    GRIP_WAIT_1           = 4'd2,
    GRIP_CLOSING_GRIPPER  = 4'd3,
    GRIP_WAIT_2           = 4'd4,
    GRIP_MOVING_UP        = 4'd5,
    LEAVE_MOVING_DOWN     = 4'd6,
    LEAVE_OPENING_GRIPPER  = 4'd7,
    LEAVE_WAIT            = 4'd8,
    LEAVE_MOVING_UP       = 4'd9;
reg [3:0] current_state, next_state;
reg grip_trigger_prev, leave_trigger_prev;
wire grip_rise, leave_rise;
reg [16:0] arm_control;
reg [16:0] arm_target;
reg [25:0] arm_step_counter;
wire arm_target_reached;
reg [16:0] gripper_control;
reg [16:0] gripper_target;
reg [25:0] gripper_step_counter;
wire gripper_target_reached;
reg [25:0] state_timer;
reg [3:0] prev_state;
wire timer_1s_done;
always @(posedge clk or posedge reset) begin
    if (reset) begin
        state_timer <= 0;
        prev_state  <= IDLE;
    end else begin
        if (current_state != prev_state) begin
            state_timer <= 0;
            prev_state  <= current_state;
        end else if (state_timer < 26'd50_000_000)
            state_timer <= state_timer + 1;
    end
end
assign timer_1s_done = (state_timer == 26'd50_000_000);
reg [19:0] arm_counter, gripper_counter;
reg arm_servo_reg, gripper_servo_reg;
reg object_held;
always @(posedge clk or posedge reset) begin
    if (reset) begin
        grip_trigger_prev  <= 0;
        leave_trigger_prev <= 0;
    end else begin
        grip_trigger_prev  <= grip_trigger;
        leave_trigger_prev <= leave_trigger;
    end
end
assign grip_rise  = grip_trigger && !grip_trigger_prev;
assign leave_rise = leave_trigger && !leave_trigger_prev;
always @(posedge clk or posedge reset) begin
    if (reset)
        current_state <= IDLE;
    else
        current_state <= next_state;
end
always @(*) begin
    next_state = current_state;  
    case (current_state)
        IDLE: begin
				grip_done = 0;
				leave_done = 0;
            if (grip_rise)
                next_state = GRIP_MOVING_DOWN;
            else if (leave_rise)
                next_state = LEAVE_MOVING_DOWN;
        end
        GRIP_MOVING_DOWN: 
            if (arm_target_reached)
                next_state = GRIP_WAIT_1;
        GRIP_WAIT_1: 
            if (timer_1s_done)
                next_state = GRIP_CLOSING_GRIPPER;
        GRIP_CLOSING_GRIPPER: 
            if (gripper_target_reached)
                next_state = GRIP_WAIT_2;
        GRIP_WAIT_2: 
            if (timer_1s_done)
                next_state = GRIP_MOVING_UP;
        GRIP_MOVING_UP: 
            if (arm_target_reached) begin
                next_state = IDLE;
					 grip_done = 1;
				end
        LEAVE_MOVING_DOWN: 
            if (arm_target_reached)
                next_state = LEAVE_OPENING_GRIPPER;
        LEAVE_OPENING_GRIPPER: 
            if (gripper_target_reached)
                next_state = LEAVE_WAIT;
        LEAVE_WAIT: 
            if (timer_1s_done)
                next_state = LEAVE_MOVING_UP;
        LEAVE_MOVING_UP: 
            if (arm_target_reached) begin
                next_state = IDLE;
					 leave_done = 1;
				end
        default: next_state = IDLE;
    endcase
end
always @(posedge clk or posedge reset) begin
    if (reset)
        object_held <= 0;
    else begin
        if (current_state == GRIP_MOVING_UP && arm_target_reached)
            object_held <= 1;
        if (current_state == LEAVE_MOVING_UP && arm_target_reached)
            object_held <= 0;
    end
end
always @(posedge clk or posedge reset) begin
    if (reset) begin
        arm_control <= PWM_UPPER_LIMIT;
        arm_step_counter <= 0;
    end else begin
        if (arm_control < arm_target) begin
            if (arm_step_counter >= STEP_INTERVAL_ARM) begin
                arm_step_counter <= 0;
                arm_control <= arm_control + STEP_SIZE_ARM;
            end else
                arm_step_counter <= arm_step_counter + 1;
        end else if (arm_control > arm_target) begin
            if (arm_step_counter >= STEP_INTERVAL_ARM) begin
                arm_step_counter <= 0;
                arm_control <= arm_control - STEP_SIZE_ARM;
            end else
                arm_step_counter <= arm_step_counter + 1;
        end
    end
end
assign arm_target_reached = (arm_control == arm_target);
always @(posedge clk or posedge reset) begin
    if (reset) begin
        gripper_control <= PWM_OPEN;   
        gripper_step_counter <= 0;
    end else begin
        if (gripper_control < gripper_target) begin
            if (gripper_step_counter >= STEP_INTERVAL_GRIP) begin
                gripper_step_counter <= 0;
                gripper_control <= gripper_control + STEP_SIZE_GRIP;
            end else
                gripper_step_counter <= gripper_step_counter + 1;
        end else if (gripper_control > gripper_target) begin
            if (gripper_step_counter >= STEP_INTERVAL_GRIP) begin
                gripper_step_counter <= 0;
                gripper_control <= gripper_control - STEP_SIZE_GRIP;
            end else
                gripper_step_counter <= gripper_step_counter + 1;
        end
    end
end
assign gripper_target_reached = (gripper_control == gripper_target);
always @(posedge clk or posedge reset) begin
    if (reset) begin
        arm_counter <= 0;
        arm_servo_reg <= 0;
    end else begin
        arm_counter <= arm_counter + 1;
        if (arm_counter == 20'd999_999)
            arm_counter <= 0;
        arm_servo_reg <= (arm_counter < arm_control);
    end
end
assign s1_s = arm_servo_reg;
always @(posedge clk or posedge reset) begin
    if (reset) begin
        gripper_counter <= 0;
        gripper_servo_reg <= 0;
    end else begin
        gripper_counter <= gripper_counter + 1;
        if (gripper_counter == 20'd999_999)
            gripper_counter <= 0;
        gripper_servo_reg <= (gripper_counter < gripper_control);
    end
end
assign s2_s = gripper_servo_reg;
always @(*) begin
    case (current_state)
        GRIP_MOVING_DOWN:    arm_target = PWM_LOWER_LIMIT;
        GRIP_MOVING_UP:      arm_target = PWM_UPPER_LIMIT;
        LEAVE_MOVING_DOWN:   arm_target = PWM_LOWER_LIMIT;
        LEAVE_MOVING_UP:     arm_target = PWM_UPPER_LIMIT;
        default:             arm_target = arm_control;  
    endcase
end
always @(*) begin
    case (current_state)
        IDLE:                 gripper_target = object_held ? PWM_CLOSED : PWM_OPEN;
        GRIP_MOVING_DOWN:     gripper_target = PWM_OPEN;
        GRIP_WAIT_1:          gripper_target = PWM_OPEN;
        GRIP_CLOSING_GRIPPER: gripper_target = PWM_CLOSED;
        GRIP_WAIT_2:          gripper_target = PWM_CLOSED;
        GRIP_MOVING_UP:       gripper_target = PWM_CLOSED;
        LEAVE_MOVING_DOWN:    gripper_target = PWM_CLOSED;
        LEAVE_OPENING_GRIPPER:gripper_target = PWM_OPEN;
        LEAVE_WAIT:           gripper_target = PWM_OPEN;
        LEAVE_MOVING_UP:      gripper_target = PWM_OPEN;
        default:              gripper_target = PWM_OPEN;
    endcase
end
endmodule
```

## flow/run.sh

```bash
#!/bin/bash
# OpenROAD 26Q1-2900-gdf79404cd8, Yosys 0.63+post, stock flow scripts
make -C /OpenROAD-flow-scripts/flow DESIGN_CONFIG=/design/flow/config.mk WORK_HOME=/design/flow/orfs finish
```

==> Changelog: implementation <==
## Flow update

* Hold Crit Class: reg2reg
* Biggest regs: arm_step_counter: 26 flops, gripper_step_counter: 26 flops, state_timer: 26 flops
* Worst R2R Start: current_state[0]
* YS warnings at 1
* Post-route ant nets at 0
* Detailed Route WL at 19030 um
* CP delay by family, top: AND-OR/OR-AND gates
* Avg WL per Cell at 12.49 um
* Fmax at 0.1870 GHz
* IO Count at 8
* Endpoints left unconstrained at 4
* Yosys stat cell total at 1069
* HP Start: arm_counter[0]
* Outcome: finished, final reports clean
* Share of cells above drive strength 1 at 6.192%
* CTS Hold Bufs at 0
* Max-capacitance violation count at 0
* CP Data Arrival Time at 5640 ps
* Crit. End Element: flip-flop
* Final worst path period need at 5348 ps
* RSZ-0062 raised after global routing: no
* Yosys cell types at 70
* Chip Area, Yosys at 0.009862 sq mm
* Seq pwr share at 38.4%
* Clk_skew at 9.261 ps
* Switching power at 0.7282 mW
* Largest net degree at the start of global routing at 71
* GR Util All Layers at 12.22%
* Maximum vdd drop at 147.1 uV
* Die extent in y at 183.3 um
* Clk network pwr share at 33.6%
* Number of remaining DRC errors at 0
* # diodes at 0
* CTS Buf Count at 17
* Final Max Tran Viols at 0
* Clock Tree Buf Depth at 2
* Final HPWL DP at 13280 um
* Initial DRC Count at 444
* Area after DPL at 0.01041 sq mm
* Die x size at 183.3 um
* Placeable Area at 0.03245 sq mm
* Count of unclocked register or latch pins at 2
* Critical-path top delay cell: dfrtp_1
* P_int at 1.403 mW
* H-tree depth at 4
* Initial DRT Pass Iterations at 4
* CTS tree: yes
* Final Cycle Share at 59.42%
* Total power at 2.131 mW
* Port buffer count at 7
* Clk root buf: clkbuf_16
* Routability Congestion at 0.8727
* Final Instance Area at 0.01099 sq mm
* Via count at 7376
* R2r setup slk at 3650 ps
* Antenna violations before repair at 0
* Vias in the first global route at 7039
* Gate Count Post-Synth at 1069
* Tightest Pin Transition at 790.8 ps
* Worst-path fanout max at 18
* Mapped Area at 0.009862 sq mm
* Rows at 66
* CP required at 9290 ps
* Hold endpoint: arm_counter[0]
* Kind of critical path: reg2reg
* Area Growth Syn to Fin at 11.39%
* Full die area at 0.03360 sq mm
* Clock Latency Late Sink at 420 ps
* Clock slew at reported path FFs at 70 ps
* Asr flop ratio synth at 98.77%
* Post-synth regs at 163
* Main flop type: dfrtp_1
* Combinational power share at 28.0%
* R2R cell count at 16
* Post CTS Setup Buffer Count at 0
* Leakage at 4.880 nW
* Post-CTS Resized at 0
* Final setup fails at 0
* Worst rel slew slack at 47.08%
* RR Endpoint: gripper_control[15]
* Cell Chain, Critical Path: nand2_1, or2_2, a31oi_1, ha_1, a211o_1, a211oi_1, o21ai_0, a221o_1, inv_1, ha_1, a211o_1, a211oi_1, o31ai_1, a221oi_1, xor2_1, o21ai_0
* Global-route wire length before repair at 33620 um
* Setup tns final at 0 ps
* CP peak stage delay at 650 ps
* Sw frac at 34.18%
* Tool warnings at 30
* Cells on Worst Hold Path at 1
* Total grt overflow at 0
* Fp_density at 30.39%
* Worst path bufs/invs at 1
* Via/cell ratio at 4.840
* Power Density at 194.0 mW/mm^2
* Final hold vios at 0
* Startpoint types: flip-flop
* Number of enable flip-flop cells at 0
* Synth Area per Inst at 9.225 sq um
-- cell families after synthesis --
group                      share of synthesized area (%)
DFF                                                41.07
xor gates and xnor gates                           9.769
and+or+nand+nor                                    20.88
buffers and inverters                              3.134
latches                                           0.3045
AOI/OAI and AO/OA                                  14.37
adders and majority gates                          10.05
muxes                                             0.4187
-- worst register-to-register path, delay by kind of cell (launching register included) --
kind	cells	cell delay, ps
AOI/OAI and AO/OA	10	2960
DFF	1	650
xor gates and xnor gates	1	160
and+or+nand+nor	2	530
adders and majority gates	2	690
buffers and inverters	1	230
-- cell usage after synthesis, types with 4 or more instances --
master | count | area share (%)
inv_1 | 46 | 1.8
nor3_1 | 9 | 0.46
xor2_1 | 67 | 6.0
a211oi_1 | 9 | 0.69
a21oi_1 | 51 | 2.6
a211o_1 | 4 | 0.36
o21ai_1 | 16 | 0.81
o31ai_1 | 8 | 0.61
o211ai_1 | 7 | 0.53
nor2b_1 | 10 | 0.63
nand4_1 | 24 | 1.5
xnor2_1 | 43 | 3.8
nor4b_1 | 7 | 0.62
clkbuf_1 | 29 | 1.1
o21ai_0 | 64 | 3.2
dfrtp_1 | 144 | 37
or3_1 | 8 | 0.51
nand3_1 | 49 | 2.5
and2_1 | 9 | 0.57
ha_1 | 76 | 9.6
nor2_1 | 114 | 4.3
and4_1 | 8 | 0.71
a21o_1 | 26 | 2.0
nand2b_1 | 11 | 0.70
o21a_1 | 4 | 0.30
nor3b_1 | 4 | 0.30
nand2_1 | 92 | 3.5
dfstp_2 | 17 | 4.5
a31oi_1 | 16 | 1.0
nor4_1 | 8 | 0.51
and3_1 | 35 | 2.2
-- cell usage in the layout, fill, tap and decap left out, drive strengths merged, types with 10 or more instances in the layout --
master,Yosys,routed
and3,36,36
nand4,24,24
nor2,114,114
inv,46,51
nor2b,10,10
a211oi,10,10
a21o,26,26
nand2,92,92
nand2b,11,11
xor2,67,67
dfstp,17,17
nor3,10,10
xnor2,43,43
nand3,50,50
o21ai,80,80
and2,11,11
a21oi,51,51
clkbuf,29,20
dfrtp,144,144
ha,76,76
a31oi,16,16
-- worst max path at each step --
stage	from	slack (ps)	cells past startpoint	endpoint
4_1_cts	current_state[0]	3610	16	gripper_control[15]
5_1_grt	current_state[0]	3150	18	gripper_control[16]
6_report	current_state[0]	3650	16	gripper_control[15]
-- power groups by stage --
stage / Clock, mW / Combinational, mW / Sequential, mW
after CTS: 0.741 / 0.600 / 0.818
after global routing: 0.766 / 0.682 / 0.827
final: 0.716 / 0.597 / 0.818
-- routing by layer --
layer  global-route usage [%]  wire (um)
met5                        0          0
met4                    1.500        267
met3                    1.883        506
met2                    18.84       8461
met1                    18.99       9796
-- through the flow --
stage	std cells	setup WS [ps]	util [%]	hold WS (ps)
5_1_grt	1524	3152	33.85	516.8
6_report	1524	3652	33.85	485.9
4_1_cts	1524	3612	33.85	491.4
2_1_floorplan	1069	2880	-	447.3
3_3_place_gp	1492	3763	32.06	466.9
3_5_place_dp	1492	3660	32.06	478.6
-- final cells by class --
class | instances | area [sq um]
Sequential cell | 163 | 4080
Fill cell | 3259 | 21470
Timing Repair Buffer | 14 | 122.6
Inverter | 46 | 177.7
Clock inverter | 12 | 122.6
Multi-Input combinational cell | 827 | 5473
Tap cell | 442 | 553.0
Clock buffer | 20 | 456.7
Power figures rest on the tool's default switching activity, not on a simulated workload.
